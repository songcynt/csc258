[flow/config.mk]
export PLATFORM = sky130hd
export DESIGN_NAME = datapath
export DESIGN_NICKNAME = datapath
export VERILOG_FILES = /design/flow/design.v
export SDC_FILE = /design/flow/constraint.sdc
export NUM_CORES = 4
export LEC_CHECK = 1
export CORE_UTILIZATION = 40
[flow/constraint.sdc]
current_design datapath

set clk_period 4.6
set clk_io_pct 0.2

create_clock -name clk0 -period $clk_period [get_ports {clk}]

set non_clock_inputs [all_inputs -no_clocks]
set_input_delay [expr $clk_period * $clk_io_pct] -clock clk0 $non_clock_inputs
set_output_delay [expr $clk_period * $clk_io_pct] -clock clk0 [all_outputs]
[flow/design.v]
module bonus
	(
		CLOCK_50,						 
        KEY,
        SW,
		VGA_CLK,   						 
		VGA_HS,							 
		VGA_VS,							 
		VGA_BLANK_N,						 
		VGA_SYNC_N,						 
		VGA_R,   						 
		VGA_G,	 						 
		VGA_B   						 
	);
	input			CLOCK_50;				 
	input   [9:0]   SW;
	input   [3:0]   KEY;
	output			VGA_CLK;   				 
	output			VGA_HS;					 
	output			VGA_VS;					 
	output			VGA_BLANK_N;				 
	output			VGA_SYNC_N;				 
	output	[9:0]	VGA_R;   				 
	output	[9:0]	VGA_G;	 				 
	output	[9:0]	VGA_B;   				 
	wire resetn;
	assign resetn = KEY[0];
	wire [2:0] colour;
	wire [7:0] x;
	wire [6:0] y;
	wire writeEn, ldx, ldy;
	vga_adapter VGA(
			.resetn(resetn),
			.clock(CLOCK_50),
			.colour(colour),
			.x(x),
			.y(y),
			.plot(writeEn),
			.VGA_R(VGA_R),
			.VGA_G(VGA_G),
			.VGA_B(VGA_B),
			.VGA_HS(VGA_HS),
			.VGA_VS(VGA_VS),
			.VGA_BLANK(VGA_BLANK_N),
			.VGA_SYNC(VGA_SYNC_N),
			.VGA_CLK(VGA_CLK));
		defparam VGA.RESOLUTION = "160x120";
		defparam VGA.MONOCHROME = "FALSE";
		defparam VGA.BITS_PER_COLOUR_CHANNEL = 1;
		defparam VGA.BACKGROUND_IMAGE = "black.mif";
	 datapath d0(
		.clk(CLOCK_50),
		.resetn(resetn),
		.inputx(ldx),
		.inputy(ldy),
		.colour_in(SW[9:7]),
		.coordinates(SW[6:0]),
		.colour_out(colour),
		.x_out(x),
		.y_out(y)
	 );
    control c0(
		.clk(CLOCK_50),
		.resetn(resetn),
		.go(~KEY[1]),
		.load(~KEY[3]),
		.inputx(ldx),
		.inputy(ldy),
		.plot(writeEn)
	 );
endmodule
module control(clk, resetn, go, load, 
	inputx, inputy, plot);
	input clk, resetn, go, load;
	output reg inputx, inputy, plot;
	reg [3:0] current_state, next_state; 
    localparam  S_LOAD_X        = 4'd0,
                S_LOAD_X_WAIT   = 4'd1,
                S_LOAD_Y        = 4'd2,
                S_LOAD_Y_WAIT   = 4'd3,
                S_PLOT          = 4'd4;
    always@(*)
    begin: state_table 
            case (current_state)
                S_LOAD_X: next_state = load ? S_LOAD_X_WAIT : S_LOAD_X;
                S_LOAD_X_WAIT: next_state = load ? S_LOAD_X_WAIT : S_LOAD_Y;
                S_LOAD_Y: next_state = go ? S_LOAD_Y_WAIT : S_LOAD_Y;
                S_LOAD_Y_WAIT: next_state = go ? S_LOAD_Y_WAIT : S_PLOT;
                S_PLOT: next_state = load ? S_LOAD_X : S_PLOT;
            default:     next_state = S_LOAD_X;
        endcase
    end  
	 always @(*)
    begin: enable_signals
		inputx = 1'b0;
		inputy = 1'b0;
		plot = 1'b0;
		case (current_state)
			S_LOAD_X: begin
				inputx = 1'b1;
				inputy = 1'b0;
				end
			S_LOAD_X_WAIT: begin
				inputx = 1'b1;
				inputy = 1'b0;
				end
			S_LOAD_Y: begin
				inputx = 1'b0;
				inputy = 1'b1;
				end
			S_LOAD_Y_WAIT: begin
				inputy = 1'b0;
				inputy = 1'b1;
				end
			S_PLOT: begin
				plot = 1'b1;
				end
		endcase
	 end
    always@(posedge clk)
    begin: state_FFs
        if(!resetn)
            current_state <= S_LOAD_X;
        else
            current_state <= next_state;
    end  
endmodule
module datapath(clk, resetn, 
	inputx, inputy, 
	colour_in, coordinates,
	colour_out, x_out, y_out);
	input clk, resetn, inputx, inputy;
	input [2:0] colour_in;
	input [6:0] coordinates;
	output [2:0] colour_out;
	output [7:0] x_out;
	output [6:0] y_out;
	reg [2:0] colour;
	reg [7:0] x;
	reg [6:0] y;
	reg [3:0] counter;
	reg [19:0] delay_counter;  
	reg [3:0] frame_counter;  
	reg dirx;  
	reg diry;  
	always@(posedge clk)
	begin
		if (!resetn) begin
			delay_counter <= 20'd0;
		end
		else begin
			if (delay_counter >= 20'd833333) begin
				delay_counter <= 20'd0;
			end
			else begin
				delay_counter <= delay_counter + 1'b1;
			end
		end
	end
	always@(posedge clk)
	begin
		if (!resetn) begin
			frame_counter <= 4'd0;
		end
		else begin
			if (frame_counter == 4'b1111) begin
				frame_counter <= 4'b0000;
			end
			else begin
				if (delay_counter == 20'd833333) begin
				frame_counter <= frame_counter + 1'b1;
				end
			end
		end
	end
	always@(posedge clk) begin
		if (x == 8'd0 && dirx == 1'b0)
			dirx <= 1'b1;
		if (y == 7'd0 && diry == 1'b0)
			diry <= 1'b1;
		if (x == 8'd127 && dirx == 1'b1)
			dirx <= 1'b0;
		if (y == 7'd119 && diry == 1'b1)
			diry <= 1'b0;
	end
	always @ (posedge clk) begin
        if (!resetn) begin
            colour <= 3'd0; 
            x <= 8'd0; 
            y <= 7'd0; 
        end
        else begin
				colour <= colour_in;
				if (frame_counter == 4'b1110)
					colour <= 3'b000;
				if (frame_counter == 4'b1111) begin
					if (dirx)
						x <= x + 1'b1;
					else
						x <= x - 1'b1;
					if (diry)
						y <= y + 1'b1;
					else y <= y - 1'b1;
				end
			end
    end
	 always @ (posedge clk) begin
        if (!resetn) begin
            counter <= 4'b0000;
        end
        else begin
            if (counter == 4'b1111)
					counter <= 4'b0000;
				else
					counter <= counter + 1'b1;
        end
    end
	 assign colour_out = colour;
	 assign x_out = x + counter[1:0];
	 assign y_out = y + counter[3:2];
endmodule
[flow/run.sh]
#!/bin/bash
# OpenROAD 26Q1-2900-gdf79404cd8, Yosys 0.63+post, stock flow scripts
make -C /OpenROAD-flow-scripts/flow DESIGN_CONFIG=/design/flow/config.mk WORK_HOME=/design/flow/orfs finish
==> run_results.csv <==
group,metric,value,unit
outcome,outcome,"finished clean",
clock_network,cts_root_buf,"clkbuf_8",
clock_network,cts_tree,"done",
yosys,syn_area,2873,um^2
yosys,edf_count,0,
timing,tns,0,ns
timing,maxSlewHeadroom,60.50,%
drt,wire_per_inst,11.22,um
min_path,min_path_cells,1,
final_layout,drive_gt1_share,5.042,%
drt,final_antenna_net_count,0,
drt,avgViaCountPerCell,5.018,
clock_network,cts-resized-gates,0,
flow_run,tool_warnings,37,
floorplan,initCoreUtil,41.82,%
final_layout,synthToLayoutAreaGrowth,14.16,%
timing,worst_pin_slew,0.5925,ns
timing,final.period_utilization,65.67,%
flow_run,maxCapViolCount,0,
timing,setup_viol,0,
critical_path,worstPathRequired,3.68,ns
timing,finalMaxSlewViolations,0,
clock_network,clk_pin_slew_worst_paths,0.08,ns
critical_path,crit_type,"reg2out",
clock_network,cts_buffer_depth,2,
power,ir_drop,0.1283,mV
clock_network,cts_htree_levels,2,
grt,track_usage,14.32,%
yosys,ff_type,"dfxtp_1",
drt,finalWirelength,5083,um
timing,max_freq,331.0,MHz
yosys,yosysTopAreaCell,"dfxtp_1",
yosys,ys_types,43,
placed_design,place_ws,1.890,ns
clock_network,numClockSinks,48,
yosys,synth-seq-area-share,33.45,%
grt,grt_pass1_vias,1950,
floorplan,die_w,86.75,um
critical_path,cp-end-kind,"output port",
drt,drc_errors,0,
grt,grt_max_degree,35,
drt,firstDrtPassIters,4,
yosys,ys_ff,48,
critical_path,cp-start-kind,"flip-flop",
floorplan,rows,30,
clock_network,cts_inserted_buffers,5,
critical_path,critPathMaxFanout,6,
yosys,area_leaders,"dfxtp_1 33%, ha_1 9.1%, xnor2_1 6.4%, nand2_1 5.0%, nor2_1 4.6%",
drt,vias,2273,
drt,dr.first_iter.drc_count,68,
final_layout,nFillCells,666,
yosys,async_flop_share,0,%
clock_network,cts.hold.buffers_added,0,
critical_path,reg2reg_depth,7,
power,power_leakage,0.001317,uW
yosys,synth-cells-yosys,334,
yosys,syn_inst,334,
min_path,hp-class,"reg2reg",
drt,n_antenna_cell,0,
yosys,synth_top_area_share,33.45,%
placed_design,io_buffers,22,
yosys,avgSynthCellArea,8.601,um^2
placed_design,hpwl,3693,um
timing,hold-worst-slack,0.4857,ns
timing,fin_crit,3.021,ns
clock_network,clock_latency,0.29,ns
timing,fin_ws,1.579,ns
timing,hold_viol,0,
clock_network,cts_setup_buffers,0,
power,power.density,212.0,nW/um^2
grt,antenna_found_initial,0,
timing,fin_skew,0.004363,ns
critical_path,crit_arrival,2.10,ns
floorplan,die_h,86.75,um
grt,grt_pass1_wl,8673,um
critical_path,r2r_slack,2.32,ns
grt,overflow,0,
floorplan,io_pins,32,
placed_design,gp_congestion,0.7953,
yosys,yosysChipArea,2873,um^2
yosys,ys_warn_count,1,
timing,rsz0062_at_grt,"false",
floorplan,core_area,6869,um^2
floorplan,die_area,7525,um^2
placed cells by master, fill, tap and decap left out, drive strengths merged, types with 4 or more instances in the layout:
| cell type | n |
|---|---|
| dfxtp | 48 |
| nand4 | 4 |
| a31oi | 4 |
| nand2b | 5 |
| or4 | 7 |
| a21oi | 12 |
| a211oi | 5 |
| xor2 | 15 |
| clkbuf | 6 |
| nand4b | 6 |
| nor4 | 5 |
| xnor2 | 21 |
| buf | 4 |
| nand2 | 38 |
| nand3 | 20 |
| nor2 | 35 |
| nor3 | 6 |
| o21ai | 13 |
| fa | 4 |
| ha | 21 |
| a21o | 4 |
| and3 | 8 |
| inv | 11 |
| clkdlybuf4s50 | 22 |
| and2 | 6 |
path summary, 6_finish.rpt:
path | from | to
setup reg to reg | dirx | x[7]
hold reg to reg | counter[0] | counter[0]
setup / recovery | x[0] | x_out[4]
hold / removal | counter[0] | counter[0]
layout make-up:
class | count | area, um^2 | area share, %
clock buffer | 6 | 72.57 | 2.213
tap | 96 | 120.1 | 3.663
clock inverter | 1 | 5.005 | 0.1526
sequential | 48 | 960.9 | 29.30
multi-input combinational | 265 | 1829 | 55.78
timing repair buffer | 26 | 250.2 | 7.631
inverter | 11 | 41.29 | 1.259
metrics by stage:
step | std cells | instance area [um^2] | utilization, % | total power [uW]
after CTS | 453 | 3279 | 47.74 | 712.2
after detailed placement | 446 | 3202 | 46.61 | 471.8
after global placement | 446 | 3202 | 46.61 | 471.5
after global routing | 453 | 3279 | 47.74 | 730.6
final | 453 | 3279 | 47.74 | 695.3
after floorplan | 334 | 2873 | - | 454.2
cells by family (layout without fill, tap and decap cells):
logic type	Yosys count	count (layout)	share of synthesized area [%]
multiplexers	2	2	0.6969
buffers and inverters	21	44	2.875
XOR/XNOR	36	36	10.98
AND/OR/NAND/NOR	149	149	27.66
adder cells (fa/ha/maj)	25	25	11.93
AND-OR/OR-AND	53	53	12.41
flip-flops	48	48	33.45
worst max-delay path, cell delays in order, from the launching register on:
cell and delay (ns):
dfxtp_1 0.39, ha_1 0.26, fa_1 0.43, nand3_1 0.12, xnor2_1 0.12, clkdlybuf4s50_1 0.49
power by group:
group	total (uW)	leakage, uW	switching (uW)	internal [uW]
Sequential	427	0.000389	6.51	421
Combinational	33.8	0.000888	14.7	19.0
Clock	234	0.0000410	131	104
Total	695	0.00132	152	544
registers in the layout (all words and copies together) (netlist names):
register	flops
diry	1
frame_counter	4
y	7
delay_counter	20
x	8
dirx	1
counter	4
colour	3
layer usage:
| metal | share of wire, % | wire (um) | GRT usage, % |
|---|---|---|---|
| met5 | 0 | 0 | 0 |
| met4 | 1.2 | 59 | 1.667 |
| met3 | 2.4 | 124 | 2.126 |
| met2 | 45 | 2297 | 23.45 |
| met1 | 51 | 2601 | 21.20 |
Yosys cell counts, types with 2 or more instances:
master,number
a21o_1,4
or4_1,5
nor3_1,6
clkbuf_1,7
and2_1,6
fa_1,4
o211a_1,2
buf_2,3
a21oi_1,12
nor2b_1,3
nor4_1,3
nor2_1,35
inv_1,11
nand3_1,19
a211oi_1,5
nand2_1,38
xnor2_1,21
a21boi_0,3
o211ai_1,3
ha_1,21
dfxtp_1,48
nand4_1,4
and3_1,8
or4_4,2
a31oi_1,4
and4b_1,2
nand2b_1,5
o21ai_0,13
xor2_1,15
nand4b_1,6
nor4_4,2
or3_1,2
mux2i_1,2
Power and IR drop assume default switching activity.
