## /design/flow/design.v

```verilog
module morse(LEDR, SW, KEY, CLOCK_50);
	input [2:0] SW;  
	input [1:0] KEY;  
	input CLOCK_50;
	output [0:0] LEDR;   
	reg [13:0] Pattern;
	wire flash;
	always @(*)
	begin
		case(SW[2:0])
			3'b000: Pattern[13:0] = 14'b10101000000000;
			3'b001: Pattern[13:0] = 14'b11100000000000;
			3'b010: Pattern[13:0] = 14'b10101110000000;
			3'b011: Pattern[13:0] = 14'b10101011100000;
			3'b100: Pattern[13:0] = 14'b10111011100000;
			3'b101: Pattern[13:0] = 14'b11101010111000;
			3'b110: Pattern[13:0] = 14'b11101011101110;
			3'b111: Pattern[13:0] = 14'b11101110101000;
			default: Pattern[13:0] = 14'b00000000000000;
		endcase
	end
	RateDivider b2(
		.enable(flash), 
		.loadValue(KEY[1]), 
		.Clock(CLOCK_50)
	);
	ShiftRegister b3(
		.LEDR(LEDR[0]),
		.enable(flash),
		.Clock(CLOCK_50),
		.reset_n(KEY[0]),
		.loadValue(KEY[1]),
		.pattern(Pattern)
	);
endmodule
module RateDivider(enable, loadValue, Clock);
	input loadValue, Clock;
	output enable;
	reg [24:0] count;
	always @(posedge Clock)
	begin
		if (loadValue == 1'b0)
			count <= 25'd24_999_999;
		else
			begin
				if (count == 9'd0)
					count <= 25'd24_999_999;
				else
					count <= count - 25'd1;
			end
	end
	assign enable = (count == 25'd0) ? 1 : 0;
endmodule
module ShiftRegister(LEDR, enable, Clock, reset_n, loadValue, pattern);
	input enable, Clock, reset_n, loadValue;
	input [13:0] pattern;
	output reg LEDR;
	reg [13:0] Pattern;
	always @(posedge Clock, negedge reset_n)
	begin
		if (reset_n == 1'b0)
			begin
				LEDR <= 1'b0;
				Pattern <= 14'b0;
			end
		else if (loadValue == 1'b0)
			begin
				LEDR <= 1'b0;
				Pattern <= pattern;
			end
		else if (enable == 1)
			begin
				LEDR <= Pattern[13];
				Pattern[13:0] = {Pattern[12:0], 1'b0};
			end
	end
endmodule
```

## /design/flow/run.sh

```bash
#!/bin/bash
# OpenROAD 26Q1-2900-gdf79404cd8, Yosys 0.63+post, stock flow scripts
make -C /OpenROAD-flow-scripts/flow DESIGN_CONFIG=/design/flow/config.mk WORK_HOME=/design/flow/orfs finish
```

## /design/flow/config.mk

```make
export PLATFORM = sky130hd
export DESIGN_NAME = morse
export DESIGN_NICKNAME = morse
export VERILOG_FILES = /design/flow/design.v
export SDC_FILE = /design/flow/constraint.sdc
export NUM_CORES = 4
export LEC_CHECK = 1
export CORE_UTILIZATION = 40
```

## /design/flow/constraint.sdc

```tcl
current_design morse

set clk_period 8.6
set clk_io_pct 0.2

create_clock -name clk0 -period $clk_period [get_ports {CLOCK_50}]

set non_clock_inputs [all_inputs -no_clocks]
set_input_delay [expr $clk_period * $clk_io_pct] -clock clk0 $non_clock_inputs
set_output_delay [expr $clk_period * $clk_io_pct] -clock clk0 [all_outputs]
```

==> results.py <==
# Flow results
metrics = {
    "clock_network": {
        "cts_setup_buffers": 0,
        "numCtsBuffers": 5,
        "clockRootBuffer": "clkbuf_8",
        "clk_path_buf_depth": 2,
        "tritoncts": "built",
        "cts_hold_buffers": 0,
        "clk_latency_ps": 290,
        "cts.repair.resized": 0,
        "cts-htree-levels": 2,
        "cts_sinks": 39,
        "clk_pin_slew_worst_paths_ps": 70,
    },
    "final_timing": {
        "tightestPinTransition_ps": 758.6,
        "setup_tns_ps": 0,
        "setup_viol": 0,
        "timing.final.crit_period_ps": 3047,
        "clock_skew_ps": 5.596,
        "max_freq_ghz": 0.3282,
        "slew_violations": 0,
        "period_used_share": 0.3543,
        "rsz0062_at_grt": "no",
        "finalHoldViolCount": 0,
        "relSlewSlack": 0.4928,
    },
    "route": {
        "top_layer": "met4",
        "n_antenna_cell": 0,
        "drt-met1-wl_mm": 2.034,
        "wirelength_mm": 3.906,
        "via_per_inst": 5.729,
        "drt_iter0_drc": 90,
        "drtAntennaViolNets": 0,
        "wl_met3_um": 106,
        "routed-via-count": 1604,
        "drc": 0,
        "dr_wl_met2_mm": 1.711,
        "dr.pass1.iters": 4,
        "routedWlPerCell_um": 13.95,
    },
    "power_and_ir_drop": {
        "ir_worst_vdd_uv": 98.39,
        "pwr-share-comb": 0.065,
        "leakage_nw": 0.7312,
        "p_per_area_nw_per_um2": 154.5,
        "switchingPower_w": 0.00007419,
        "clock_power_share": 0.358,
        "p_int_w": 0.0002533,
        "switching_share": 0.2265,
        "seqPwrFrac": 0.577,
        "power.total_w": 0.0003275,
    },
    "floorplanning": {
        "fp_util": 0.4151,
        "die_w_um": 72.01,
        "die-area_sq_um": 5185,
        "die_y_um": 72.01,
        "num_rows": 25,
        "coreArea_sq_um": 4723,
        "io_pins": 7,
    },
    "synth": {
        "synthCells": 214,
        "top_cell": "dfxtp_1",
        "synthTopCellsByArea": "dfxtp_1, dfrtp_1, o31ai_1, a311oi_1, or4_1",
        "synth-edff-count": 0,
        "syn_area_per_cell_sq_um": 9.162,
        "syn_area_sq_um": 1961,
        "ys_ff": 39,
        "top_cell_area_share": 0.2553,
        "ys_cells": 214,
        "flop_cell": "dfxtp_1",
        "synth_cell_types": 44,
        "yosys_warnings": 3,
        "ys_async_sr_fraction": 0.3590,
        "yosysChipArea_sq_um": 1961,
        "yosysTopAreaCell": "dfxtp_1",
        "top_cells_by_count": "dfxtp_1, nand2_1, clkbuf_1, dfrtp_1, o31ai_1",
        "ys_seq_share": 0.4340,
    },
    "worst_setup_path": {
        "crit_type": "input port to flop",
        "cp.required_ps": 8740,
        "crit_family": "buffers and inverters",
        "critPathMaxFanout": 31,
        "path_cells": "clkdlybuf4s50_1, buf_4, o31a_1, o21ai_0",
        "arrival_ps": 3180,
        "cpPeakStageDelay_ps": 520,
        "cp_num_buf_inv": 2,
        "start_kind": "input port",
        "crit_slowest_cell": "o31a_1",
        "cp-end-kind": "flop",
    },
    "run": {
        "warnings": 25,
        "cap_violations": 0,
    },
    "cells_and_area": {
        "final_cell_area_sq_um": 2120,
        "layout-drive-gt1-share": 0.08451,
        "area_growth_pct": 8.105,
    },
    "global_routing": {
        "grt_overflow": 0,
        "first_global_vias": 1522,
        "grt_usage": 0.1717,
        "antenna_found_initial": 0,
        "grt_pass1_wl_mm": 6.996,
        "grt_max_degree": 32,
    },
    "placed_design": {
        "io_buffer_count": 6,
        "hpwl_mm": 2.551,
        "placed_area_sq_um": 2039,
        "gp_congestion": 0.7535,
    },
    "status": {
        "status": "completed",
    },
    "min_path": {
        "min_path_type": "flop to flop",
    },
}
sequential cells by signal (all words and copies together), names as in the netlist:
name,cells
b2.count,25
b3.Pattern,13
b3.LEDR,1
per-layer routing:
layer	GRT usage	vias up
met5	0	-
met1	0.2659	775
met3	0.02817	5
li1	-	803
met4	0.02832	0
met2	0.2673	21
cells in the final DEF, fill, tap and decap left out, types with 6 or more instances in the layout:
cell,instances
nand2_1,17
dfxtp_1,25
clkdlybuf4s50_1,6
o21ai_0,6
nand3_1,10
or4_1,9
nor3_1,7
or3_1,8
dfrtp_1,14
inv_1,11
nor2_1,10
o31ai_1,12
a311oi_1,9
kinds of logic after synthesis:
| group | Yosys count | synth area share |
|---|---|---|
| xor+xnor | 8 | 0.03574 |
| flops | 39 | 0.4340 |
| buf+inv | 28 | 0.06190 |
| simple gates | 89 | 0.2699 |
| compound gates | 49 | 0.1921 |
| fa+ha+maj | 1 | 0.006381 |
power groups by stage:
stage / Sequential (W) / Combinational, W / Clock (W)
final: 0.000189 / 0.0000212 / 0.000117
after global routing: 0.000190 / 0.0000243 / 0.000130
after CTS: 0.000189 / 0.0000215 / 0.000123
stage by stage:
stage / util / std cells / hold WS (ps) / setup slack, ps
floorplan: - / 214 / 371.7 / 5932
global placement: 0.4318 / 272 / 390.0 / 5281
detailed placement: 0.4318 / 272 / 391.5 / 5254
CTS: 0.4487 / 280 / 409.0 / 5545
global route: 0.4487 / 280 / 444.1 / 5420
finish: 0.4487 / 280 / 411.8 / 5553
area by class of cell:
class	count	area, sq um
multi-input combinational	147	988.4
inverter	11	41.29
fill	475	2604
clock buffer	8	80.08
tap	67	83.83
timing repair buffer	8	75.07
sequential	39	850.8
path summary, 6_finish.rpt:
kind	start	endpoint	slack, ps	depth (start not counted)
max in group asynchronous	KEY[0]	b3.Pattern[12]	6350	1
min	b2.count[0]	b2.count[0]	410	1
min reg2reg	b2.count[0]	b2.count[0]	410	1
max	KEY[1]	b2.count[22]	5550	4
max reg2reg	b2.count[17]	b3.Pattern[4]	6070	4
min in group asynchronous	KEY[0]	b3.Pattern[13]	1830	1
Power and IR drop assume default switching activity.
