## flow/config.mk

```make
export PLATFORM = sky130hd
export DESIGN_NAME = shifter
export DESIGN_NICKNAME = shifter
export VERILOG_FILES = /design/flow/design.v
export SDC_FILE = /design/flow/constraint.sdc
export NUM_CORES = 4
export LEC_CHECK = 1
export CORE_AREA = 10 10 70 70
export DIE_AREA = 0 0 80 80
```

## flow/constraint.sdc

```tcl
current_design shifter

set clk_period 1.2
set clk_io_pct 0.2

create_clock -name clk0 -period $clk_period [get_ports {KEY}]

set non_clock_inputs [all_inputs -no_clocks]
set_input_delay [expr $clk_period * $clk_io_pct] -clock clk0 $non_clock_inputs
set_output_delay [expr $clk_period * $clk_io_pct] -clock clk0 [all_outputs]
```

## flow/design.v

```verilog
module shifter(LEDR, SW, KEY);
    input [9:0] SW;
    input [3:0] KEY;
    output [9:0] LEDR;
    wire [7:0] LoadVal, Q;
    wire clock, Load_n, ShiftRight, ASR, reset_n;
    reg left_input;
    assign LoadVal[7:0] = SW[7:0];
    assign reset_n = SW[9];
    assign clock = KEY[0];
    assign Load_n = KEY[1];
    assign ShiftRight = KEY[2];
    assign ASR = KEY[3];
    always @(*)
    begin
	if (ASR == 1'b0) 
            left_input <= 1'b0;
	else 
            left_input <= Q[7];
    end
    ShifterBit s7(.load_val(LoadVal[7]), .in(left_input), .shift(ShiftRight), .load_n(Load_n), .clock(clock), .reset_n(reset_n), .out(Q[7]));
    ShifterBit s6(.load_val(LoadVal[6]), .in(Q[7]), .shift(ShiftRight), .load_n(Load_n), .clock(clock), .reset_n(reset_n), .out(Q[6]));
    ShifterBit s5(.load_val(LoadVal[5]), .in(Q[6]), .shift(ShiftRight), .load_n(Load_n), .clock(clock), .reset_n(reset_n), .out(Q[5]));
    ShifterBit s4(.load_val(LoadVal[4]), .in(Q[5]), .shift(ShiftRight), .load_n(Load_n), .clock(clock), .reset_n(reset_n), .out(Q[4]));
    ShifterBit s3(.load_val(LoadVal[3]), .in(Q[4]), .shift(ShiftRight), .load_n(Load_n), .clock(clock), .reset_n(reset_n), .out(Q[3]));
    ShifterBit s2(.load_val(LoadVal[2]), .in(Q[3]), .shift(ShiftRight), .load_n(Load_n), .clock(clock), .reset_n(reset_n), .out(Q[2]));
    ShifterBit s1(.load_val(LoadVal[1]), .in(Q[2]), .shift(ShiftRight), .load_n(Load_n), .clock(clock), .reset_n(reset_n), .out(Q[1]));
    ShifterBit s0(.load_val(LoadVal[0]), .in(Q[1]), .shift(ShiftRight), .load_n(Load_n), .clock(clock), .reset_n(reset_n), .out(Q[0]));
    assign LEDR[7:0] = Q[7:0];
endmodule
module ShifterBit(load_val, in, shift, load_n, clock, reset_n, out);
input load_val, in, shift, load_n, clock, reset_n;
output out;
wire data_from_other_mux, data_to_dff;
mux2to1 m1(.x(out), .y(in), .s(shift), .m(data_from_other_mux));
mux2to1 m2(.x(load_val), .y(data_from_other_mux), .s(load_n), .m(data_to_dff));
flipflop f0(.d(data_to_dff), .q(out), .clock(clock), .reset_n(reset_n));
endmodule
module flipflop(d, q, clock, reset_n);
    input d, clock, reset_n;
    output reg q;
    always @(posedge clock)
    begin  
        if (reset_n == 1'b0)
	    q <= 0;
        else
	    q <= d;
    end
endmodule
module mux2to1(x, y, s, m);
	input x;	 
	input y;	 
	input s;	 
	output m;	 
	assign m = s ? y : x;
endmodule
```

## flow/run.sh

```bash
#!/bin/bash
# OpenROAD 26Q1-2900-gdf79404cd8, Yosys 0.63+post, stock flow scripts
make -C /OpenROAD-flow-scripts/flow DESIGN_CONFIG=/design/flow/config.mk WORK_HOME=/design/flow/orfs finish
```

==> impl_metrics.json <==
{
  "io_pins": 24,
  "timing.fmax_mhz": 962.1,
  "postRouteAntennaNets": 0,
  "power.leakage_nw": 0.3142,
  "io_buffers": 17,
  "ys_area_sq_um": 436.7,
  "synthDistinctLibCells": 13,
  "avgSynthCellArea_sq_um": 9.493,
  "topCellsByArea": "dfxtp_1, buf_4, mux2i_1",
  "vdd_drop_max_uv": 498.8,
  "clkSlewWorstSetupHoldPaths_ps": 40,
  "status": "finished, final reports clean",
  "critPathSlowestCell": "clkdlybuf4s50_1",
  "core_area_sq_mm": 0.003416,
  "drc_errors": 0,
  "drtIter0Drc": 9,
  "ys_cells": 46,
  "hold_violations": 0,
  "tool_warnings": 128,
  "edf_count": 0,
  "start_kind": "input port",
  "synth_cells": 46,
  "synthToLayoutAreaGrowth_pct": 59.60,
  "grt_pass1_vias": 579,
  "fp_util_pct": 12.78,
  "critPathRequiredTime_ps": 1350,
  "grt_pass1_wl_um": 2125,
  "synth.most_common_cell": "buf_4",
  "skew_ps": 0,
  "drive_gt1_share_pct": 40.58,
  "regToRegSetupSlack_ps": 420,
  "ys_seq_share_pct": 36.68,
  "yosysTopAreaCell": "dfxtp_1",
  "gp_congestion": 0.6587,
  "fin_util_pct": 20.40,
  "post-route-period-util_pct": 86.61,
  "postCtsHoldBufs": 0,
  "crit_type": "in -> reg",
  "gr-usage-all-layers_pct": 4.383,
  "holdCritPathClass": "clk -> reg",
  "drt_wl_total_um": 1340,
  "grt_max_degree": 10,
  "finalMaxSlewViolations": 0,
  "p_per_area_mw_per_mm2": 2571,
  "cts_tree": "done",
  "yosys.area.top_type_share_pct": 36.68,
  "synth_async_sr_flop_share_pct": 0,
  "slowest_delay_ps": 630,
  "synth-seq-cells": 8,
  "crit_chain": "clkdlybuf4s50_1 > o21ai_0 > a21oi_1",
  "die-area_sq_mm": 0.006400,
  "endpoint_kind": "flip-flop",
  "setup_tns_ps": 0,
  "insertedDiodeCount": 0,
  "cp_max_fo": 8,
  "fp-row-count": 21,
  "clock_latency_ps": 220,
  "ff_type": "dfxtp_1",
  "first_pass_iters": 3,
  "die_y_um": 80,
  "die_x_um": 80,
  "whs_ps": 119.9,
  "dp_hpwl_um": 951.2,
  "cp.arrival_ps": 1190,
  "wl_per_cell_um": 11.65,
  "vias": 381,
  "antenna_found_initial": 0,
  "syn_area_sq_um": 436.7,
  "max-cap-violations": 0,
  "yosys_warnings": 4,
  "overflow": 0,
  "viasPerCell": 3.313,
  "period_needed_ps": 1039,
  "nFillCells": 386,
  "common_cells": "buf_4, dfxtp_1, a21oi_1, mux2i_1, o21ai_0",
  "rsz0062_at_grt": "no",
  "finalSetupViolCount": 0
}
==> layer usage <==
layer | GRT usage, % | routed length [um] | vias up
met3 | 6.250 | 163 | 7
met2 | 4.093 | 579 | 15
met1 | 3.204 | 534 | 163
met5 | 0 | 0 | -
li1 | - | - | 196
met4 | 6.162 | 62 | 0
==> cell usage in the layout (no fill, tap or decap), types with 2 or more instances in the layout <==
cell type        n
clkbuf_4         9
clkdlybuf4s50_1  9
dlygate4sd2_1    8
dfxtp_2          8
mux2i_1          7
a21oi_1          7
buf_4            6
o21ai_0          4
o21ai_2          2
conb_1           2
==> cell families after synthesis <==
group | share of synthesized area (%)
AND/OR/NAND/NOR | 4.585
AND-OR/OR-AND | 19.48
buffers and inverters | 22.35
multiplexers | 16.05
flip-flops | 36.68
other | 0.8588
==> state kept, by name, summed over array words and instances (netlist names) <==
| signal | cells |
|---|---|
| s0.f0.q | 1 |
| s1.f0.q | 1 |
| s2.f0.q | 1 |
| s3.f0.q | 1 |
| s4.f0.q | 1 |
| s5.f0.q | 1 |
| s6.f0.q | 1 |
| s7.f0.q | 1 |
==> worst paths after layout <==
path                        startpoint                   end  depth (start not counted)
hold reg to reg   s0.f0.q$_SDFFE_PN0P_  s0.f0.q$_SDFFE_PN0P_                          2
setup reg to reg  s7.f0.q$_SDFFE_PN0P_  s6.f0.q$_SDFFE_PN0P_                          3
hold / removal                  KEY[3]  s7.f0.q$_SDFFE_PN0P_                          3
setup / recovery                 SW[9]  s6.f0.q$_SDFFE_PN0P_                          3
==> through the flow <==
step	setup slack, ps	power, W	cells	area [sq um]
detailed placement	14.77	0.001035	98	570.5
finish	160.7	0.001792	115	696.9
CTS	128.3	0.001987	115	696.9
floorplan	163.0	0.001216	47	440.4
global placement	27.22	0.001033	98	570.5
global route	82.91	0.002125	115	696.9
==> final cells by class <==
| class | count | area [sq um] | area share, % |
|---|---|---|---|
| Clock buffer | 10 | 72.57 | 10.41 |
| Clock inverter | 1 | 8.758 | 1.257 |
| Multi-Input combinational cell | 27 | 182.7 | 26.21 |
| Sequential cell | 8 | 170.2 | 24.42 |
| Tap cell | 46 | 57.56 | 8.259 |
| Timing Repair Buffer | 23 | 205.2 | 29.44 |
==> repair_timing <==
action / CTS / global route
setup buffers: 6 / 0
gates resized: 16 / 0
setup endpoints to repair: 8 / 0
==> critical path: cells and delay by family <==
family,cells,cell delay [ps]
buf+inv,1,630
compound gates,2,310
==> where the power goes <==
part / switching (W) / internal (W) / total (W)
clock network: 0.000434 / 0.000637 / 0.00107
logic: 0.0000669 / 0.000201 / 0.000268
registers: 0.0000538 / 0.000399 / 0.000452
Power is estimated from default activity; no workload was simulated.
